==> ./design.v <==
module	cpu(
	input clk,
	input rst,
	output mem_re,
	output mem_we,
	output reg [AWIDTH-2:0] memaddr,
	input [DWIDTH-1:0]  rmemdata,
	output [DWIDTH-1:0] wmemdata
);
parameter AWIDTH = 16;
parameter DWIDTH = 16;
reg [AWIDTH-2:0] pc;
reg [AWIDTH-2:0] nextpc;
always @(rst or pc)
begin
	nextpc = pc + 1;
end
reg [3:0] state;
reg [3:0] nextstate;
always @(rst or state)
begin
	if (rst)
		nextstate = 3'd0;
	else if (state == 3'd0)
		nextstate = 3'd1;
	else if (state == 3'd1)
		nextstate = 3'd2;
	else
		nextstate = 3'd1;
end
assign mem_we = (nextstate == 3'd4);
assign mem_re = ((nextstate == 3'd1) || (nextstate == 3'd3));
always @(nextstate or pc or nextpc)
begin
	case (nextstate)
		3'd0: memaddr = pc;
		3'd1: memaddr = pc;
		3'd2: memaddr = 15'bxxxxxxxxxxxxxxx;
		default: memaddr = 15'bxxxxxxxxxxxxxxx;
	endcase
end
reg [DWIDTH-1:0] ir;
always @(posedge clk)
begin
	state <= nextstate;
	case (nextstate)
		3'd0: begin
			pc <= 0;
		end
		3'd1: begin
			pc <= nextpc;
		end
		3'd2: begin
			ir <= rmemdata;
		end
	endcase
end
always @(ir or state)
begin
	case (state)
		3'd2: begin
			case (ir[3:0])
				4'b0: begin  
				end
				default: begin  
				end
			endcase
		end
		default: begin
		end
	endcase
end
endmodule 
==> ./run.sh <==
#!/bin/bash
# OpenROAD 26Q1-2900-gdf79404cd8, Yosys 0.63+post, stock flow scripts
make -C /OpenROAD-flow-scripts/flow DESIGN_CONFIG=/design/flow/config.mk WORK_HOME=/design/flow/orfs finish
==> ./config.mk <==
export PLATFORM = sky130hd
export DESIGN_NAME = cpu
export DESIGN_NICKNAME = cpu
export VERILOG_FILES = /design/flow/design.v
export SDC_FILE = /design/flow/constraint.sdc
export NUM_CORES = 4
export LEC_CHECK = 1
export CORE_AREA = 10 10 77 77
export DIE_AREA = 0 0 87 87
==> ./constraint.sdc <==
current_design cpu

set clk_period 2.4
set clk_io_pct 0.2

create_clock -name clk0 -period $clk_period [get_ports {clk}]

set non_clock_inputs [all_inputs -no_clocks]
set_input_delay [expr $clk_period * $clk_io_pct] -clock clk0 $non_clock_inputs
set_output_delay [expr $clk_period * $clk_io_pct] -clock clk0 [all_outputs]
==> qor.txt <==
outcome -> complete, no violations
worst clock skew -> 0.00338 ns
Antenna diodes -> 0
Post-Synthesis Cells -> 99
via/cell ratio -> 4.47
area grow syn2layout -> 21.7%
worst path cell trace -> clkdlybuf4s50_1 -> o21ba_2 -> clkdlybuf4s50_1
ys flops -> 18
Syn Std Cell Area -> 1030 um^2
final instance area -> 1250 um^2
Worst setup EP type -> output port
Final Routed Wirelength -> 2.22 mm
endpoints failing setup -> 0
worst hold path type -> flop to flop
Latency at later pin -> 0.25 ns
Seq share, synth -> 49.6%
setup TNS -> 0 ns
Worst Path Required -> 1.92 ns
CP Launch Type -> input port
number of routed nets with antenna violations -> 0
Leakage -> 0.000431 uW
first-pass GRT wire length -> 3.64 mm
CTS Sinks -> 18
Tcrit/Tclk final -> 90.1%
Rel. slew slack -> 65.9%
Post-CTS Hold Buffers -> 0
Max VDD drop -> 154 uV
global route overflow -> 0
vias in the first global route -> 800
DR vias -> 768
drt first pass iters -> 8
FP Rows -> 24
TritonCTS Buffers -> 3
Setup Fix Bufs, Post-CTS -> 0
Core Box Area -> 4350 um^2
Placed Area -> 1210 um^2
Synth cell types -> 26
Syn Area/Cell -> 10.4 um^2
gpl congestion -> 0.779
DRT iter0 DRCs -> 62
total die size -> 7570 um^2
final worst path period need -> 2.16 ns
Yosys Instances -> 99
register area -> 510 um^2
largest net degree at the start of global routing -> 14
floorplan-stage core utilization -> 23.6%
yosys stat chip area -> 1030 um^2
Commonest flop -> edfxtp_1
CP max stage cell -> clkdlybuf4s50_1
Post-Route Utilization -> 28.8%
Root Buffer Master -> clkbuf_8
layout cells sized above 1 -> 7.50%
Clock Tree Buf Depth -> 2
cts repair resizes -> 0
overall routing resource usage -> 5.75%
post-DR wirelength/cell -> 12.9 um
drt drc -> 0
number of enable flip-flop cells -> 15
number of port buffers -> 17
YS warnings -> 17
Final Hold Vio Count -> 0
unrepaired setup endpoints after global routing -> no
Setup Crit Path Kind -> input port to output port
Slew @ Worst Pin -> 0.511 ns
filler cell count -> 450
WHS -> 0.531 ns
MaxCap Viol Count -> 0
Crit path top cell by count -> clkdlybuf4s50_1
DPL Wire Length -> 1.66 mm
die y size -> 87 um
Post-synth ARST share -> 0%
initial antenna violation count -> 0
Fmax -> 463 MHz
CTS tree -> built
Crit path largest cell delay -> 0.48 ns
Die W -> 87 um
tool warnings -> 41
fin. max-slew vios -> 0
power density over the cells -> 532 nW/um^2
Clock transition at path regs -> 0.06 ns
Multi-input gate area -> 429 um^2
Clock H-tree levels -> 1
# IOs -> 51
Worst Path Max Fanout -> 7
Worst EP arrival -> 1.68 ns
worst paths after layout:
check	cells after the start	startpoint	slack [ns]	end
worst max-delay path	3	rst	0.24	mem_re
worst min-delay path	1	state[0]$_DFF_P_	0.53	state[2]$_DFF_P_
worst max register to register	4	pc[0]$_SDFFCE_PP0P_	0.64	pc[12]$_SDFFCE_PP0P_
worst min register to register	1	state[0]$_DFF_P_	0.53	state[2]$_DFF_P_
cell usage after synthesis (all sizes together), types with 4 or more instances:
cell    count  share of area [%]
buf        18                 13
inv         5                1.8
or4         4                2.9
edfxtp     15                 44
nand3       5                2.4
o21ai       4                1.9
or3         4                2.4
nor2        5                1.8
nand4       5                3.6
a21oi       8                3.9
cells by family after synthesis:
kind of cell	share of synthesized area, %
AND/OR/NAND/NOR	19.9
buffers and inverters	14.6
flip-flops	49.6
AND-OR/OR-AND	9.84
XOR/XNOR	2.55
multiplexers	1.94
adder cells (fa/ha/maj)	1.21
other	0.364
power by group:
group	total, uW	internal, uW	switching [uW]
registers	384	359	25.0
clock network	215	118	97.2
logic	67.7	42.9	24.8
routing by layer:
metal	track usage (%)	vias to the layer above	wire length [um]
met4	1.03	0	31
li1	-	375	-
met5	0	-	0
met2	9.73	29	1050
met3	2.08	2	209
met1	6.92	362	923
area by class of cell:
cell class / count / area share, %
inverters: 5 / 1.50
well taps: 52 / 5.19
flip-flops and latches: 18 / 40.7
clock buffers: 4 / 3.59
multi-input cells: 74 / 34.2
repair buffers: 19 / 14.8
flip-flops by register name, indices dropped and copies added, names as in the netlist:
name / cells
pc: 15
state: 3
worst max-delay path: cells and delay by family:
family,cells,cell delay (ns)
buffers and inverters,2,0.90
AND-OR/OR-AND,1,0.30
layout by cell type, fill, tap and decap left out, drive strengths merged:
master and n:
nand4 5, ha 1, nand2b 2, xnor2 2, o21ba 1, or3b 2
or4 4, nand3b 2, conb 17, o31ai 3, nor2 5, o41ai 1
nand3 5, clkdlybuf4s50 17, o21ai 4, or3 4, xor2 1, edfxtp 15
nand2 3, dfxtp 3, a21oi 8, clkbuf 4, nor4 2, inv 5
mux2i 2, buf 2
stage by stage:
stage	instances	total power [uW]	worst slack (ns)
2_1_floorplan	115	428	0.893
3_3_place_gp	168	460	0.232
3_5_place_dp	168	461	0.218
4_1_cts	172	677	0.219
5_1_grt	172	700	0.174
6_report	172	667	0.238
Power figures rest on the tool's default switching activity, not on a simulated workload.
