## /design/flow/run.sh

```bash
#!/bin/bash
# OpenROAD 26Q1-2900-gdf79404cd8, Yosys 0.63+post, stock flow scripts
make -C /OpenROAD-flow-scripts/flow DESIGN_CONFIG=/design/flow/config.mk WORK_HOME=/design/flow/orfs finish
```

## /design/flow/config.mk

```make
export PLATFORM = sky130hd
export DESIGN_NAME = mux8
export DESIGN_NICKNAME = mux8
export VERILOG_FILES = /design/flow/design.v
export SDC_FILE = /design/flow/constraint.sdc
export NUM_CORES = 4
export LEC_CHECK = 1
export CORE_AREA = 10 10 120 120
export DIE_AREA = 0 0 130 130
```

## /design/flow/constraint.sdc

```tcl
current_design mux8

set clk_period 7.7
set clk_io_pct 0.2

create_clock -name clk0 -period $clk_period

set non_clock_inputs [all_inputs -no_clocks]
set_input_delay [expr $clk_period * $clk_io_pct] -clock clk0 $non_clock_inputs
set_output_delay [expr $clk_period * $clk_io_pct] -clock clk0 [all_outputs]
```

## /design/flow/design.v

```verilog
module decoder2 (
	input [1:0] in,
	output out0, out1, out2, out3
	);
reg [3:0] out;
assign out0 = out[0];
assign out1 = out[1];
assign out2 = out[2];
assign out3 = out[3];
always @ (*)
	case (in)
	2'b00: out = 4'b0001;
	2'b01: out = 4'b0010;
	2'b10: out = 4'b0100;
	2'b11: out = 4'b1000;
	endcase
endmodule
module decoder8 (input [2:0] in, output reg [7:0] out);
always @ (*)
  case (in)
	3'b000: out = 8'b00000001;
	3'b001: out = 8'b00000010;
	3'b010: out = 8'b00000100;
	3'b011: out = 8'b00001000;
	3'b100: out = 8'b00010000;
	3'b101: out = 8'b00100000;
	3'b110: out = 8'b01000000;
	3'b111: out = 8'b10000000;
  endcase
endmodule
module decoder8en (input [2:0] in, input en, output reg [7:0] out);
always @ (*)
  if (en)
	case (in)
	  3'b000: out = 8'b00000001;
	  3'b001: out = 8'b00000010;
	  3'b010: out = 8'b00000100;
	  3'b011: out = 8'b00001000;
	  3'b100: out = 8'b00010000;
	  3'b101: out = 8'b00100000;
	  3'b110: out = 8'b01000000;
	  3'b111: out = 8'b10000000;
	endcase
  else
	out = 8'b00000000;
endmodule
module mux2 #(parameter WIDTH=32)
	(
	input sel,
	input [WIDTH-1:0] in0, in1,
	output [WIDTH-1:0] out
	);
assign out = sel ? in1 : in0 ;
endmodule
module mux4 #(parameter WIDTH=32)
   (
	input [1:0] sel,
	input [WIDTH-1:0] in0,in1,in2,in3,
	output reg [WIDTH-1:0] out
	);
always @ (*)
  case (sel)
	2'b00: out <= in0;
	2'b01: out <= in1;
	2'b10: out <= in2;
	2'b11: out <= in3;
  endcase
endmodule
module mux8 #(parameter WIDTH=32) (
	input [2:0] sel,
	input [WIDTH-1:0] in0,in1,in2,in3,in4,in5,in6,in7,
	output reg [WIDTH-1:0] out
	);
always @ (*)
	case (sel)
	3'b000: out <= in0;
	3'b001: out <= in1;
	3'b010: out <= in2;
	3'b011: out <= in3;
	3'b100: out <= in4;
	3'b101: out <= in5;
	3'b110: out <= in6;
	3'b111: out <= in7;
	endcase
endmodule
module mux16 #(parameter WIDTH=32) (
	input [3:0] sel,
	input [WIDTH-1:0] in00,in01,in02,in03,in04,in05,in06,in07,
	input [WIDTH-1:0] in08,in09,in10,in11,in12,in13,in14,in15,
	output reg [WIDTH-1:0] out
	);
always @ (*)
	case (sel)
	4'b0000: out <= in00;
	4'b0001: out <= in01;
	4'b0010: out <= in02;
	4'b0011: out <= in03;
	4'b0100: out <= in04;
	4'b0101: out <= in05;
	4'b0110: out <= in06;
	4'b0111: out <= in07;
	4'b1000: out <= in08;
	4'b1001: out <= in09;
	4'b1010: out <= in10;
	4'b1011: out <= in11;
	4'b1100: out <= in12;
	4'b1101: out <= in13;
	4'b1110: out <= in14;
	4'b1111: out <= in15;
	endcase
endmodule
module register #(parameter WIDTH=32) (
	input clk,
	input en,
	input [WIDTH-1:0] din,
	output [WIDTH-1:0] dout
	);
reg [WIDTH-1:0] data;
initial data = 0;
always @ (posedge clk)
	if (en)
		data <= din;
assign dout = data;
endmodule
```

==> reports/metrics.cfg <==
[outcome]
status = completed

[power_and_ir_drop]
vdd_drop_max_mv = 0.0224
power.density_nw_per_um2 = 54.2
leakagePower_nw = 1.84

[die]
core_area_um2 = 11900
die.size.x_um = 130
die_h_um = 130
die_area_um2 = 16900
ioPinCount = 291
num_rows = 40
floorplan.core_util_pct = 18.8

[synth]
muxShareOfSynthArea_pct = 19.7
ys_warn_count = 1
yosysTopAreaCellShare_pct = 17.7
synth_xor_xnor_area_share_pct = 0
syn_inst = 306
topCombFamilyByArea = AND-OR/OR-AND gates
synth_top_cell_by_count = a22oi_1
ys_cells = 306
ys_types = 29
synth_area_um2 = 2240
ys_sh_aoi_pct = 49.9
ys_seq_share_pct = 0
ys_chip_area_um2 = 2240
synth-adder-area-share_pct = 0
synthTopCellsByCount = a22oi_1, nand2b_1, nor2_1
simple_gate_share_pct = 19.6
synth_area_leader_cell = a22oi_1
synthTopCellsByArea = a22oi_1, mux2_2, a21bo_2
synth.avg_cell_area_um2 = 7.34

[layout]
logic_area_um2 = 2010
area_growth_pct = 129
nFlopsAndLatches = 0
finalInstanceArea_um2 = 5150
fillers = 1204
nClkBuffers = 0
regArea_um2 = 0
drive_gt1_share_pct = 12.1

[clocking]
cts_setup_buffers = 0
ctsHoldBuffers = 0
post_cts_resized = 0

[setup_path]
crit_arrival_ns = 4.14
critPathMaxFanout = 39
worstPathRequired_ns = 6.16
cp-start-kind = primary input
max_stage_delay_ns = 0.56
cp_common_cell = buf_4
path_cells = buf_2 > buf_4 > and3b_1 > buf_4 > a22oi_1 > a31oi_1 > clkdlybuf4s50_1
worst_setup_path_end_kind = output pin
cp_num_buf_inv = 4
path_delay_family = buffers and inverters
crit_type = primary input to output pin
cp_slowest_cell = and3b_1

[routing]
ant_nets = 0
routed_via_density = 4.84
wl_um = 14300
firstDrtPassIters = 4
wl_per_cell_um = 20.1
vias = 3439
drt_iter0_drc = 212
diodes = 0
drc = 0

[min_path]
min_path_cells = 4
min_from = sel[0]
hold-path-endpoint = out[28]
hold_class = primary input to output pin

[final_timing]
setup_violations = 0
hold_viol_final = 0
drv_slew = 0
slew_headroom_pct = 44.7
period_used_pct = 73.8
worst_pin_slew_ns = 0.828
fin_setup_tns_ns = 0
max_freq_mhz = 176
rsz0062_at_grt = no
fin_crit_ns = 5.68

[global_route]
grt_first_pass_wirelength_um = 21000
grt_max_degree = 68
grt_pass1_vias = 3715
gr-total-overflow = 0
grt_usage_pct = 15.7
antenna_found_initial = 0

[place]
placed_area_um2 = 5150
numPortBuffers = 291
hpwl_um = 11900
gp_congestion = 0.857

[flow_run]
tool_warnings = 32
maxCapViolCount = 0

[worst max path at each step]
stage | endpoint | cells after the start | from
4_1_cts | out[30] | 7 | sel[2]
5_1_grt | out[17] | 7 | sel[2]
6_report | out[15] | 7 | sel[2]
[per-layer routing]
| layer | share of wire (%) | vias to the layer above | GRT usage [%] |
|---|---|---|---|
| met2 | 49 | 193 | 28.3 |
| met1 | 38 | 1513 | 17.9 |
| met4 | 1.5 | 0 | 2.05 |
| met5 | 0 | - | 0 |
| met3 | 11 | 12 | 5.43 |
| li1 | - | 1721 | - |
[placed cells by master (no fill, tap or decap)]
| cell type | netlist | routed |
|---|---|---|
| and4b_1 | 2 | 2 |
| inv_1 | 3 | 3 |
| mux4_2 | 3 | 3 |
| buf_2 | 26 | 2 |
| a22oi_1 | 53 | 53 |
| or3_4 | 1 | 1 |
| a21bo_2 | 25 | 25 |
| a221oi_1 | 3 | 3 |
| clkdlybuf4s50_1 | 0 | 288 |
| o2bb2ai_1 | 3 | 3 |
| nor2_4 | 0 | 1 |
| nand2b_1 | 32 | 32 |
| a21oi_1 | 2 | 2 |
| nand2_1 | 11 | 11 |
| o21ai_0 | 3 | 3 |
| nor3b_1 | 1 | 1 |
| a211o_1 | 1 | 1 |
| nand4b_1 | 3 | 3 |
| buf_4 | 3 | 7 |
| o211ai_1 | 25 | 25 |
| a31oi_1 | 27 | 27 |
| mux2i_1 | 6 | 6 |
| and3b_1 | 2 | 2 |
| o32a_1 | 3 | 3 |
| nor2_2 | 1 | 1 |
| nor2_1 | 29 | 28 |
| mux2_2 | 28 | 28 |
[power by group]
| part | internal [W] | switching [W] | leakage [nW] | total [W] |
|---|---|---|---|---|
| logic | 0.000200 | 0.0000795 | 1.84 | 0.000279 |
| clock network | 0 | 0 | 0 | 0 |
| registers | 0 | 0 | 0 | 0 |
| total | 0.000200 | 0.0000795 | 1.84 | 0.000279 |
[stage by stage]
step	power [W]	setup WS (ns)	hold slack, ns	utilization (%)	instances
finish	0.000279	2.02	3.95	43.2	711
global route	0.000304	1.70	4.00	43.2	711
CTS	0.000283	1.99	3.97	43.2	711
detailed placement	0.000282	2.00	3.97	43.2	711
global placement	0.000281	2.06	3.98	43.2	711
floorplan	0.0000937	3.68	3.16	-	306
[kinds of logic after synthesis]
logic type	Yosys count
mux	37
buf+inv	42
simple gates	82
compound gates	145
[final cells by class]
type	count	area share, %
repair buffers	297	57.2
inverters	3	0.219
multi-input cells	264	39.0
well taps	147	3.57
Power figures rest on the tool's default switching activity, not on a simulated workload.
